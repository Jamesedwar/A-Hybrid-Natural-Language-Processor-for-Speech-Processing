<file path="flow/config.mk">
export PLATFORM = sky130hd
export DESIGN_NAME = add8
export DESIGN_NICKNAME = add8
export VERILOG_FILES = /design/flow/design.v
export SDC_FILE = /design/flow/constraint.sdc
export NUM_CORES = 4
export LEC_CHECK = 1
export CORE_AREA = 10 10 70 70
export DIE_AREA = 0 0 80 80
</file>
<file path="flow/constraint.sdc">
current_design add8

set clk_period 1.0
set clk_io_pct 0.2

create_clock -name clk0 -period $clk_period [get_ports {clk}]

set non_clock_inputs [all_inputs -no_clocks]
set_input_delay [expr $clk_period * $clk_io_pct] -clock clk0 $non_clock_inputs
set_output_delay [expr $clk_period * $clk_io_pct] -clock clk0 [all_outputs]
</file>
<file path="flow/design.v">
module add8 (clk, en, out, a, b);
	output [7:0] out;
        input clk,en;
	input  [7:0] a;
	input  [7:0] b;
        reg  [8:0] out1;
        assign out=out1[7:0];
        always@(posedge clk or negedge en)
	begin
        if(en==0)
	begin
        out1<=0;
        end
        else
        begin
	out1 <= a + b;
        end
	end
endmodule
</file>
<file path="flow/run.sh">
#!/bin/bash
# OpenROAD 26Q1-2900-gdf79404cd8, Yosys 0.63+post, stock flow scripts
make -C /OpenROAD-flow-scripts/flow DESIGN_CONFIG=/design/flow/config.mk WORK_HOME=/design/flow/orfs finish
</file>
==> run_summary.xml <==
<?xml version="1.0" encoding="UTF-8"?>
<metrics>
  <group name="timing">
    <metric name="finalWorstSetupSlack" unit="ps">-120.5</metric>
    <metric name="fmaxAchievable" unit="MHz">892.4</metric>
    <metric name="grt_setup_unrepaired" unit="">true</metric>
    <metric name="setup_viol" unit="">4</metric>
    <metric name="fin_tns_setup" unit="ps">-224.9</metric>
    <metric name="hold_slack" unit="ps">168.3</metric>
    <metric name="final_period_minus_worst_setup_slack" unit="ps">1121</metric>
    <metric name="min_period_over_period" unit="">1.121</metric>
    <metric name="final-hold-violation-count" unit="">0</metric>
    <metric name="tightest_slew" unit="ps">303.8</metric>
    <metric name="max-slew-margin-rel" unit="">0.7943</metric>
    <metric name="drv_slew" unit="">0</metric>
  </group>
  <group name="cells_and_area">
    <metric name="drive_gt1_frac" unit="">0.6250</metric>
    <metric name="final_cell_mix" unit="">sky130_fd_sc_hd__clkbuf_2 (9), sky130_fd_sc_hd__dfrtp_1 (8), sky130_fd_sc_hd__buf_4 (8), sky130_fd_sc_hd__ha_4 (7), sky130_fd_sc_hd__buf_6 (6)</metric>
    <metric name="top_registers" unit="">out1: 8 flops</metric>
    <metric name="layout.core_utilization" unit="">0.3077</metric>
    <metric name="syn2layout_area_growth" unit="%">97.65</metric>
    <metric name="regMostFlops" unit="">out1</metric>
    <metric name="layout_top_cell" unit="">sky130_fd_sc_hd__clkbuf_2</metric>
    <metric name="flip_flop_count_of_the_largest_register_after_layout" unit="">8</metric>
  </group>
  <group name="logic_synthesis">
    <metric name="synth_sequential_area_ratio" unit="">0.3765</metric>
    <metric name="ys_chip_area" unit="µm²">531.8</metric>
    <metric name="synth.ff_latch_count" unit="">8</metric>
    <metric name="postSynth.asyncResetShare" unit="">1.000</metric>
    <metric name="synth.lib_cells_used.distinct" unit="">24</metric>
    <metric name="synth.avg_cell_area" unit="µm²">10.64</metric>
    <metric name="edf_count" unit="">0</metric>
    <metric name="synthesized_area" unit="µm²">531.8</metric>
    <metric name="synth-warning-count" unit="">1</metric>
    <metric name="netlist_instances" unit="">50</metric>
    <metric name="yosys_most_used_dff" unit="">sky130_fd_sc_hd__dfrtp_1</metric>
    <metric name="ys_cells" unit="">50</metric>
  </group>
  <group name="route">
    <metric name="drt-met1-wl" unit="µm">622</metric>
    <metric name="finalWirelength" unit="µm">1461</metric>
    <metric name="num_antenna_cells" unit="">0</metric>
    <metric name="antenna_left" unit="">0</metric>
    <metric name="detailroute.wirelength.met3" unit="µm">186</metric>
    <metric name="top_signal_layer_used" unit="">met4</metric>
    <metric name="route.met2.wl" unit="µm">645</metric>
    <metric name="number_of_design_rule_violations_left_by_the_first_detailed_router_iteration" unit="">25</metric>
    <metric name="dr_total_vias" unit="">511</metric>
    <metric name="detail_routed_via_count_per_cell" unit="">3.813</metric>
    <metric name="1st_pass_router_iterations" unit="">4</metric>
    <metric name="route.detailed.drc" unit="">0</metric>
    <metric name="wl_per_cell" unit="µm">10.90</metric>
  </group>
  <group name="setup_path">
    <metric name="critPathSlowestCell" unit="">sky130_fd_sc_hd__o31a_1</metric>
    <metric name="critical_path.startpoint_type" unit="">input port</metric>
    <metric name="timing.critical_path.max_delay_family" unit="">AND-OR/OR-AND gates</metric>
    <metric name="setup.worst_path.class" unit="">input port to flop</metric>
    <metric name="setup.worst_path.end_class" unit="">flop</metric>
    <metric name="worst_ep_required_time" unit="ps">1140</metric>
    <metric name="worst_path_largest_cell_delay" unit="ps">260</metric>
    <metric name="crit_arrival" unit="ps">1260</metric>
    <metric name="total_buffers_and_inverters_traversed_by_the_critical_path" unit="">2</metric>
    <metric name="timing.critical_path.fanout_max" unit="">3</metric>
    <metric name="critical_path.cell_chain" unit="">buf_8, ha_4, inv_2, fa_2, nor2b_4, o31a_1, o311ai_2</metric>
  </group>
  <group name="power_and_ir_drop">
    <metric name="switching_fraction_of_total_power" unit="">0.2629</metric>
    <metric name="switching_power" unit="W">0.0002855</metric>
    <metric name="power.density_cell_area" unit="mW/mm²">1033</metric>
    <metric name="p_int" unit="W">0.0008006</metric>
    <metric name="pwr-share-clk" unit="">0.204</metric>
    <metric name="power_frac_seq" unit="">0.361</metric>
    <metric name="pwr-share-comb" unit="">0.435</metric>
    <metric name="leakagePower" unit="nW">0.4454</metric>
    <metric name="vdd_drop_max" unit="mV">0.2859</metric>
    <metric name="design_power_total" unit="W">0.001086</metric>
  </group>
  <group name="floorplan">
    <metric name="num_rows" unit="">21</metric>
    <metric name="design.portCount" unit="">26</metric>
    <metric name="core_region_area" unit="mm²">0.003416</metric>
    <metric name="die_width" unit="µm">80</metric>
    <metric name="die_y" unit="µm">80</metric>
    <metric name="die-area" unit="mm²">0.006400</metric>
    <metric name="initial_core_util" unit="">0.1557</metric>
  </group>
  <group name="flow_run">
    <metric name="drv_cap" unit="">0</metric>
    <metric name="openroad_warning_count" unit="">28</metric>
  </group>
  <group name="placed_design">
    <metric name="portbufs" unit="">25</metric>
    <metric name="gpl.final_weighted_congestion" unit="">0.7720</metric>
    <metric name="dp_slack" unit="ps">-820.5</metric>
    <metric name="hpwlAfterDp" unit="µm">1145</metric>
  </group>
  <group name="clock_network">
    <metric name="cts.htree.levels" unit="">1</metric>
    <metric name="cts_tree" unit="">built</metric>
    <metric name="tritoncts_num_sinks" unit="">8</metric>
    <metric name="cts_buffer_depth" unit="">2</metric>
    <metric name="clk_root_buffer_cell" unit="">sky130_fd_sc_hd__clkbuf_4</metric>
    <metric name="numCtsBuffers" unit="">3</metric>
    <metric name="worst_setup_hold_path_clk_slew" unit="ps">50</metric>
    <metric name="holdBufCountCts" unit="">0</metric>
  </group>
  <group name="status">
    <metric name="violated_checks" unit="">negative setup slack</metric>
    <metric name="status" unit="">complete, but fails checks</metric>
  </group>
  <group name="global_routing">
    <metric name="wire_length_of_the_first_global_routing_pass" unit="µm">2339</metric>
    <metric name="via_count_of_the_first_global_routing_pass" unit="">563</metric>
    <metric name="grt-ovfl-total" unit="">0</metric>
    <metric name="antenna_found_initial" unit="">0</metric>
    <metric name="grt_start_max_net_pins" unit="">9</metric>
    <metric name="grt_use_total" unit="">0.04362</metric>
  </group>
  <group name="hold_path">
    <metric name="worstHoldPathType" unit="">input port to flop</metric>
  </group>
</metrics>
[Yosys cell counts, drive strengths merged (2+ instances only)]
cell type / count / area (µm²)
o21ai: 2 / 10.01
xor2: 2 / 17.52
ha: 7 / 87.58
o211ai: 3 / 22.52
xnor2: 2 / 17.52
dfrtp: 8 / 200.2
nor2b: 2 / 20.02
inv: 5 / 18.77
o311ai: 2 / 17.52
a21oi: 5 / 25.02
[final timing paths]
check / startpoint / endpoint / slack, ps / depth (start not counted)
setup / recovery: b[0] / out1[6] / -120 / 7
hold / removal: a[0] / out1[0] / 170 / 2
max in group asynchronous: en / out1[4] / 540 / 1
min in group asynchronous: en / out1[3] / 220 / 1
[repair_timing]
| item | in CTS | in global routing |
|---|---|---|
| buffers inserted | 2 | 2 |
| pin swaps | 18 | 8 |
| gates resized | 82 | 20 |
| endpoints found under the setup margin | 15 | 9 |
[cell type report]
| class | instances | area (µm²) |
|---|---|---|
| Clock buffer | 3 | 22.52 |
| Fill cell | 348 | 2365 |
| Inverter | 5 | 18.77 |
| Multi-Input combinational cell | 37 | 470.5 |
| Sequential cell | 8 | 200.2 |
| Tap cell | 46 | 57.56 |
| Timing Repair Buffer | 35 | 281.5 |
[cell families after synthesis]
kind of cell,share of synthesized area
buffers and inverters,0.03530
AND-OR/OR-AND,0.2330
flip-flops,0.3765
adder cells (fa/ha/maj),0.2023
AND/OR/NAND/NOR,0.08705
XOR/XNOR,0.06589
[metal layers]
metal	up-vias	global-route usage
met5	-	0
met4	0	0.007042
met3	2	0.02386
met2	20	0.06822
met1	226	0.05227
li1	263	-
[power groups by stage]
stage / Clock [W] / Sequential, W / Combinational (W)
6_report: 0.000222 / 0.000392 / 0.000472
4_1_cts: 0.000239 / 0.000392 / 0.000461
5_1_grt: 0.000254 / 0.000399 / 0.000519
[stage by stage]
step	cells	instance area, µm²
finish	134	1051
global route	134	1051
CTS	132	1057
detailed placement	127	899.6
global placement	127	899.6
floorplan	50	546.8
Power figures rest on the tool's default switching activity, not on a simulated workload.
